**./design.v**
```verilog
module  RegFile( 
clk,
inBus,
readMem,
writeMem,
addrBus, 
outBus
);
input [2:0] addrBus;
input [15:0] inBus ;
input clk, readMem, writeMem ;
output [15:0] outBus ;
(* ram_init_file = "RegFile.mif" *)  reg  [15:0] MemoryFile [0:7];   
	always @ (posedge clk)
	begin
		if(writeMem == 1'b1 )begin
			MemoryFile[addrBus]<=inBus;
		end	 
	end 
assign outBus = readMem ? MemoryFile[addrBus]:16'bz;
endmodule 
```
**./config.mk**
```make
export PLATFORM = sky130hd
export DESIGN_NAME = RegFile
export DESIGN_NICKNAME = RegFile
export VERILOG_FILES = /design/flow/design.v
export SDC_FILE = /design/flow/constraint.sdc
export NUM_CORES = 4
export LEC_CHECK = 1
export CORE_UTILIZATION = 30
```
**./run.sh**
```bash
#!/bin/bash
# OpenROAD 26Q1-2900-gdf79404cd8, Yosys 0.63+post, stock flow scripts
make -C /OpenROAD-flow-scripts/flow DESIGN_CONFIG=/design/flow/config.mk WORK_HOME=/design/flow/orfs finish
```
**./constraint.sdc**
```tcl
current_design RegFile

set clk_period 2.8
set clk_io_pct 0.2

create_clock -name clk0 -period $clk_period [get_ports {clk}]

set non_clock_inputs [all_inputs -no_clocks]
set_input_delay [expr $clk_period * $clk_io_pct] -clock clk0 $non_clock_inputs
set_output_delay [expr $clk_period * $clk_io_pct] -clock clk0 [all_outputs]
```
==> run notes <==
Results of the flow run.

The register with the most flip-flops in the layout has roughly 130 of them. The worst path needs 2.71 ns of the cycle, external delays included. The area growth from synthesis to layout stands at 30.7%. The data required time reported for the critical path is roughly 2.2 ns. Of the synthesized area, sequential elements account for 77.3%. The clock-pin slew reported for the worst setup and hold paths after clock tree synthesis stands at roughly 0.050 ns. Measured along the x axis, the die boundary spans 131 µm. The stat command in Yosys gives a chip area of ~5000 µm². The average via count per standard cell stands at 4.66. The number of hold violations in the final report stands at 0. For this run the aggregate overflow at the end of global routing stands at 0. The floorplan report gives the top-level pin count as 38. The number of buffers inserted by port buffering stands at 36. Checking hold timing, the worst path is listed with class in -> reg. Summing over the stages, the warning tally comes to 26. Setup repair after global routing left no endpoint under its margin. The layout cell share with drive strength beyond 1 stands at 32.3%. The initial standard-cell utilization of the core stands at 31.0%.

The overall routing resource usage stands at 12.5%. The sum of routed wire length over all layers stands at roughly 9400 µm. The worst pin sits at a relative slew slack of 80.2%.

The cell count after synthesis came out at 222. The die footprint stands at 17100 µm². TritonRoute reported its final design rule violation total as 0. The via count of the first global-routing pass was 2572. For the final routed database, the setup TNS stands at 0 ns.

The final tally of max-slew violations stands at 0. TritonCTS built the clock tree. Entering global routing, the biggest net connects 18 pins. The flow ran to the end, and the final reports show no timing, DRC or antenna violations. The final report lists the setup-violating endpoint count as 0. The total clock sinks stands at 128.

The mean instance size in the synthesized netlist stands at 22.4 µm². The first routing iteration left 67 violations. The worst setup path is captured at an output pin. The number of core rows stands at 46. The routed design shows a wire length per standard cell of 17.8 µm. The largest registers in the layout are MemoryFile: 128 flops. In the layout the commonest cells are edfxtp_1 (128), clkdlybuf4s50_1 (30), buf_4 (27). The total standard cell area after synthesis stands at between 4000 and 5000 µm².

Final hold analysis gives a worst-case slack of between 0.8 and 0.9 ns. The chip height stands at 131 µm. The arrival time at the worst endpoint stands at 2.15 ns.

Before antenna repair, the detailed router went through 5 iterations. The top cell type in the final layout, fill and taps aside, is edfxtp_1. Looking at the max-slew report, the worst-margin pin has a slew of a little under 0.3 ns. The maximum root-to-sink buffer count stands at 2. The highest fanout seen on the critical path stands at 14. The total power per unit cell area stands at slightly above 700 nW/µm². After legalization and detailed placement, the total HPWL measured 5640 µm.

The number of distinct library cell variants in the gate-level netlist after synthesis stands at 23. The routed layout has between 2000 and 2500 vias. The number of buffers added by the clock tree synthesis step stands at 17.

The clock tree synthesis step divided the H-tree into 4 levels. Yosys stat counts 222 cells in the synthesized netlist. The synthesized design contains about 130 register bits. 0 antenna diodes ended up in the layout. Total power for the finished layout comes to 4.64 mW. The largest register by flop count is MemoryFile.

The final period utilization stands at 96.7%. The report counts max-capacitance violations totalling 0. Per the post-route antenna check, the number of violating nets is 0. Derived from the worst setup path, the maximum achievable clock frequency is 0.370 GHz. The root buffer cell chosen for the clock tree is clkbuf_16.

The worst voltage drop across the vdd grid stands at approximately 0.00048 V. STA classifies the critical path startpoint as a primary input. The number of cells on the worst hold path is listed as 1. For reference, the most critical setup path is categorized as in -> out.

The first global-routing pass estimated between 10000 and 15000 µm of wire. The number of warnings reported in the yosys synthesis log stands at 2. The initial antenna violation count stands at 0. The power report puts the leakage power at around 2.2 nW. The standard cell core area stands at 16100 µm².

The congestion estimate from routability-driven global placement came to just over 0.8.
==> cells by family (layout without fill, tap and decap cells) <==
| kind of cell | Yosys count | after routing | share of synthesized area [%] |
|---|---|---|---|
| AOI/OAI and AO/OA | 13 | 13 | 2.01 |
| and+or+nand+nor | 21 | 21 | 2.01 |
| muxes | 47 | 47 | 17.2 |
| DFF | 128 | 128 | 77.3 |
| buffers and inverters | 13 | 104 | 1.46 |
==> worst max-delay path: stages <==
cell,delay [ns]
buf_4,0.15
buf_12,0.17
mux4_1,0.57
mux2_2,0.28
clkdlybuf4s50_1,0.41
==> power by group <==
group          total, mW  switching (mW)  internal (mW)  leakage [nW]
combinational      0.297           0.124          0.173         0.749
clock               2.16           0.770           1.39         0.280
sequential          2.19          0.0112           2.18          1.16
==> per-stage QoR <==
step	util, %	setup WS [ns]	cell area [µm²]	instances
6_report	40.5	0.0937	6500	529
4_1_cts	40.4	0.0363	6490	529
3_5_place_dp	36.3	-0.263	5830	493
3_3_place_gp	36.3	-0.217	5830	493
2_1_floorplan	-	0.213	4970	222
5_1_grt	40.5	0.0221	6500	529
==> timing repair <==
item	4_1_cts	5_1_grt
gates resized	8	3
endpoints found under the setup margin	16	3
setup buffers	3	0
hold buffers	0	0
pin swaps	1	2
gates cloned	1	0
hold endpoints to repair	0	0
==> synth_stat cells <==
library cell	instances	share of area, %
edfxtp_1	128	77
mux2_2	23	5.2
mux4_1	15	7.9
mux4_2	9	4.1
nor2_1	7	0.53
buf_2	4	0.40
nand2_1	4	0.30
a22oi_1	3	0.45
a32oi_1	3	0.53
nand3_1	3	0.30
nor2b_1	3	0.38
o211ai_1	3	0.45
a221oi_1	2	0.35
buf_1	2	0.15
buf_6	2	0.45
clkbuf_1	2	0.15
inv_1	2	0.15
nor3_1	2	0.20
a31oi_1	1	0.13
buf_4	1	0.15
nand2b_1	1	0.13
nor4b_1	1	0.18
o21ai_0	1	0.10
==> area by class of cell <==
type / instances / area, µm²
Multi-Input combinational cell: 81 / 1070
Clock inverter: 15 / 169
Timing Repair Buffer: 70 / 709
Clock buffer: 17 / 425
Fill cell: 1366 / 9560
Sequential cell: 128 / 3840
Tap cell: 216 / 270
Inverter: 2 / 11.3
==> metal layers <==
layer | track usage (%) | vias to the layer above | routed length (µm)
met3 | 6.97 | 15 | 967
met4 | 1.62 | 0 | 156
met2 | 18.8 | 112 | 4490
li1 | - | 1112 | -
met5 | 0 | - | 0
met1 | 17.2 | 1228 | 3810
==> final timing paths <==
| check | slack (ns) | start | end |
|---|---|---|---|
| max | 0.09 | addrBus[0] | outBus[4] |
| min | 0.89 | inBus[6] | MemoryFile[4][6] |
Power is estimated from default activity; no workload was simulated.
