## flow/design.v

```verilog
`timescale 1ns/1ns
module controller(
	input clk,
	input rst,
	input CO1,
	input CO2,
	input gt,
	input start,
	output logic readMem,
	output logic writeMem,
	input rdyMem,
	output logic select_addr,
	output logic select_D,
	output logic incP1,
	output logic inzP1,
	output logic incP2,
	output logic inzP2,
	output logic incLd,
	output logic en_D1,
	output logic en_D2,
	output logic done,
	output logic [3:0] PS
);
	logic [3:0] ps,ns;
	assign PS = ps;
always@(ps,CO1,CO2,gt,start) begin
		ns =  4'd0;
			case(ps)
				4'd0: begin  
					done = 0;
					inzP1 = 0;
					inzP2 = 0;
					incP1 = 0;
					incP2 = 0;
					incLd = 0;
					ns = (start)? 4'd1: 4'b0;
					if(ns == 4'd1) begin
							inzP1 = 1;
							inzP2 = 1;
							incP1 = 0;
							incP2 = 0;
							end
					end
				4'd1: begin  
					ns = 4'd2;
					if(ns == 4'd2) begin
							select_addr = 0;
							readMem = 1;
							writeMem = 0;
							en_D2 = 0;
							en_D1 = 1;
							incP1 = 0;
							incP2 = 0;
							inzP1 = 0;
							inzP2 = 0;
							incLd = 0;
							end
					end
				4'd2:   begin 
					ns = 4'd3;
					if(ns == 4'd3) begin
							select_addr  = 1;
							en_D1 = 0;
							en_D2 = 1;
							incP2 = 0;
							end
					end
				4'd3:   begin 
					ns = (gt)? 4'd4:4'd6;
					if(ns == 4'd6) incP2 = 1;
					else if(ns == 4'd4) begin
							    writeMem = 1;
						            readMem = 0;
					                    select_D = 0;						
							    end
					end
				4'd4:   begin 
					ns = 4'd5;
					if(ns == 3'd5) begin
						       select_addr = 0;
						       select_D = 1;							
						       end
					end
				4'd5:   begin 
					ns = 4'd6;
					if(ns == 4'd6) incP2 = 1;
					end
				4'd6:   begin 
					ns = (CO2)? 4'd7:4'd2;
					if(ns == 4'd7) begin
							incP1 = 1;
							incLd = 1;
							end
					else if(ns == 4'd2)begin
							select_addr = 0;
							readMem = 1;
							writeMem = 0;
							en_D2 = 0;
							en_D1 = 1;
							incP1 = 0;
							incP2 = 0;
							inzP1 = 0;
							inzP2 = 0;	
							incLd = 0;							
							end
					end
				4'd7:   begin 
					ns = (CO1)?4'd8:4'd2;
					if(ns == 4'd2) begin
							select_addr = 0;
							readMem = 1;
							writeMem = 0;
							en_D2 = 0;
							en_D1 = 1;
							incP1 = 0;
							incP2 = 0;
							inzP1 = 0;
							inzP2 = 0;	
							incLd = 0;
							end
					end
				4'd8:   begin 
					done = 1;
					writeMem = 0;
					ns = 4'd0;
					end
				default ns = 4'd0;
			endcase
	end
always@(posedge clk,posedge rst) begin
	if(rst)
		ps<= 4'd0;
	else
		ps<=ns;
	end
endmodule
```

## flow/run.sh

```bash
#!/bin/bash
# OpenROAD 26Q1-2900-gdf79404cd8, Yosys 0.63+post, stock flow scripts
make -C /OpenROAD-flow-scripts/flow DESIGN_CONFIG=/design/flow/config.mk WORK_HOME=/design/flow/orfs finish
```

## flow/config.mk

```make
export PLATFORM = sky130hd
export DESIGN_NAME = controller
export DESIGN_NICKNAME = controller
export VERILOG_FILES = /design/flow/design.v
export SDC_FILE = /design/flow/constraint.sdc
export NUM_CORES = 4
export LEC_CHECK = 1
export CORE_AREA = 10 10 70 70
export DIE_AREA = 0 0 80 80
```

## flow/constraint.sdc

```tcl
current_design controller

set clk_period 1.5
set clk_io_pct 0.2

create_clock -name clk0 -period $clk_period [get_ports {clk}]

set non_clock_inputs [all_inputs -no_clocks]
set_input_delay [expr $clk_period * $clk_io_pct] -clock clk0 $non_clock_inputs
set_output_delay [expr $clk_period * $clk_io_pct] -clock clk0 [all_outputs]
```

==> flow_summary.ini <==
; yosys + openroad results
[routing]
drc_errors = 0
firstDrtPassIters = 4
vias = 590
antennaDiodeCount = 0
drt_iter0_drc = 32
ant_nets = 0
vias_per_cell = 4.07
routed_wl_um = 1550
wl_per_cell_um = 10.7

[placement]
io_buffer_count = 21
gp_congestion = 0.822
dp_hpwl_um = 1280
place_inst = 142
postPlaceCellArea_um2 = 927

[logic_synthesis]
synth_cell_types = 35
synthesis.area_um2 = 681
syn_avg_cell_area_um2 = 8.84
yosys_warnings = 1
ys_area_um2 = 681
edf_count = 0
synth_stat.cells = 77
synthArstFlopShare_pct = 28.6
ys_seq_elements = 14
syn_inst = 77
flop_cell = dlxtn_1

[clock_tree]
postCtsHoldBufs = 0
cts_resized = 0
clockRootBuffer = clkbuf_4
path_clk_slew_ns = 0.03
h-tree-depth = 1
clockBufferDepth = 2
cts_tree = done
cts_made_buffers = 3
post-cts-setup-buffers = 0
insertion_delay_ns = 0.23

[sta]
worst_slew_pin_slew_ns = 0.275
fin_crit_ns = 1.41
finalMaxSlewViolations = 0
grt_setup_unrepaired = no
finalHoldWorstSlack_ns = 0.260
finalClockSkew_ns = 0.0000670
hold_violations = 0
setup_violations = 0
relSlewSlack_pct = 81.6
fin_tns_setup_ns = 0
unclocked_pins = 10
period_used_pct = 93.9
untimed_endpoints = 22
fmax_mhz = 710

[floorplan]
initial_core_util_pct = 19.9
die_height_um = 80
fp-row-count = 21
coreArea_mm2 = 0.00342
die_w_um = 80
ios = 23
die-area_mm2 = 0.00640

[layout]
design_area_um2 = 950
area_growth_syn_to_layout_pct = 39.5
final_layout_size_suffix_gt1_share_pct = 17.2
final_cells = 145
largest_reg_flops = 4
regMostFlops = ps

[global_route]
grt_pass1_wl_um = 2590
first_global_vias = 589
grt_usage_pct = 4.90
grt_overflow = 0
grt_max_degree = 17
antenna_found_initial = 0

[setup_path]
r2r_cells = 4
crit_slowest_cell = clkdlybuf4s50_1
slowest_delay_ns = 0.49
start_kind = register
critical_path_cell_count = 1
crit_type = register to output port
path_max_fanout = 3
end_kind = output port
critical_path_required_ns = 1.20
path_delay_family = buffers and inverters
path_cells = clkdlybuf4s50_1
crit_buf_inv = 1
cp.arrival_ns = 1.11

[power_and_ir_drop]
power.leakage_nw = 0.403
total_power_mw = 1.71
p_per_area_mw_per_mm2 = 1800
ir_drop_v = 0.000613

[run]
cap_violations = 0
warning_count = 26

[worst_hold_path]
hold_class = input port to async pin

[outcome]
run_status = complete, no violations
==> metrics by stage <==
stage / setup slack, ns / util [%]
2_1_floorplan: 0.474 / -
3_3_place_gp: 0.130 / 27.1
3_5_place_dp: 0.120 / 27.1
4_1_cts: 0.0783 / 27.8
5_1_grt: 0.0425 / 27.8
6_report: 0.0914 / 27.8
==> routing by layer <==
metal | wire length (um) | share of wire [%] | vias to the layer above | GRT usage, %
met5 | 0 | 0 | - | 0
met4 | 0 | 0 | 0 | 0.352
met3 | 133 | 8.6 | 0 | 1.93
met2 | 734 | 47 | 15 | 8.11
met1 | 680 | 44 | 272 | 6.10
li1 | - | - | 303 | -
==> layout make-up <==
| class | count | area [um^2] |
|---|---|---|
| fillers | 374 | 2470 |
| multi-input cells | 49 | 345 |
| flip-flops and latches | 14 | 250 |
| repair buffers | 26 | 248 |
| well taps | 46 | 57.6 |
| inverters | 7 | 26.3 |
| clock buffers | 3 | 22.5 |
==> layout by cell type (no fill, tap or decap) <==
master	netlist	final
a31oi_4	1	1
a311oi_1	1	1
a21bo_2	1	1
and2_1	1	1
nand2b_1	3	3
inv_1	6	6
nor2_1	7	7
buf_4	2	5
o221ai_2	1	1
inv_2	1	1
a21bo_1	1	1
xnor2_1	2	2
mux2_4	1	1
a21oi_1	5	5
a2bb2oi_1	1	1
a211o_1	1	1
o22a_1	1	1
o211ai_1	1	1
xor2_1	1	1
nand2_1	7	7
o21ai_1	1	1
or3_4	2	2
o221ai_1	1	1
a21boi_0	1	1
nor2b_1	1	1
clkbuf_4	0	3
mux2i_1	1	1
nor4_1	1	1
clkdlybuf4s50_1	0	21
dlxtn_1	10	10
nor3_2	1	1
nor2b_2	1	1
a21boi_1	1	1
dfrtp_1	4	4
nor3_1	2	2
==> logic make-up after synthesis <==
family          after synthesis  share of synthesized area (%)
flops                         4                           14.7
buf+inv                      14                           12.5
xor+xnor                      3                           3.86
simple gates                 26                           20.8
compound gates               18                           22.4
latches                      10                           22.1
mux                           2                           3.68
==> report_power, final <==
part           total, mW  switching (mW)  internal, mW
registers          0.426          0.0483         0.378
logic               1.15           0.525         0.629
clock network      0.128          0.0391        0.0891
total               1.71           0.612          1.10
==> final timing paths <==
kind                                    to  slack [ns]             from
setup reg to reg           ps[2]$_DFF_PP0_        0.32  ps[0]$_DFF_PP0_
min in group clk0          ps[2]$_DFF_PP0_        0.64  ps[3]$_DFF_PP0_
hold reg to reg            ps[2]$_DFF_PP0_        0.64  ps[3]$_DFF_PP0_
hold / removal             ps[3]$_DFF_PP0_        0.26              rst
setup / recovery                     PS[2]        0.09  ps[2]$_DFF_PP0_
max in group asynchronous  ps[2]$_DFF_PP0_        1.09              rst
==> Yosys cell counts, types with 2 or more instances <==
cell type / instances / area [um^2]
xnor2_1: 2 / 17.5
buf_2: 2 / 10.0
dfrtp_1: 4 / 100
nand2_1: 7 / 26.3
or3_4: 2 / 22.5
nand2b_1: 3 / 18.8
inv_1: 6 / 22.5
buf_6: 3 / 33.8
a21oi_1: 5 / 25.0
nor2_1: 7 / 26.3
nor3_1: 2 / 10.0
dlxtn_1: 10 / 150
buf_4: 2 / 15.0
