**flow/design.v**
```verilog
`timescale 1ns/1ns
module register_8bit_P1(input clk,rst,inzP1,incP1,output logic [7:0]PO1,output logic CO1);
always @(posedge clk,posedge rst) begin
	if(rst) PO1 <= 8'd0;
	else begin
		if(inzP1) PO1<=8'd0;	
		else if(incP1)begin
			PO1<=PO1+1;
			end
		end
end
assign CO1 = &(PO1);
endmodule
module register_8bit_P2(input clk,rst,inzP2,incP2,incLd,input [7:0] PI1,output logic [7:0]PO2,output logic CO2);
always @(posedge clk,posedge rst) begin
	if(rst) PO2 <= 8'd0;
	else begin
		if(inzP2)
			PO2<={7'b0,1'b1};	
		if(incP2)begin
			PO2<=PO2+1;
			if(PO2 == 8'b11111111) CO2<=1'b1;
			else CO2 <= 1'b0;
		end
		if(incLd)
			PO2<=PI1 + 2;
	end
end
endmodule
module register_16bit(input clk,rst,ld,input [15:0]PI,output logic [15:0] PO);
always @(posedge clk,posedge rst) begin
	if (rst)
		PO<=16'd0;
	else begin
	if(ld)
		PO<=PI;
	end
end
endmodule
module MUX #(parameter BIT_SIZE) (input s,input [BIT_SIZE-1:0] a,b,output [BIT_SIZE-1:0] w);
	assign w=(~s)?a:b;
endmodule
module comparator(input [15:0] P1,P2,output gt);
	assign gt=(P1>P2)?1'b1:1'b0;
endmodule
```
**flow/run.sh**
```bash
#!/bin/bash
# OpenROAD 26Q1-2900-gdf79404cd8, Yosys 0.63+post, stock flow scripts
make -C /OpenROAD-flow-scripts/flow DESIGN_CONFIG=/design/flow/config.mk WORK_HOME=/design/flow/orfs finish
```
**flow/config.mk**
```make
export PLATFORM = sky130hd
export DESIGN_NAME = register_8bit_P2
export DESIGN_NICKNAME = register_8bit_P2
export VERILOG_FILES = /design/flow/design.v
export SDC_FILE = /design/flow/constraint.sdc
export NUM_CORES = 4
export LEC_CHECK = 1
export CORE_AREA = 10 10 70 70
export DIE_AREA = 0 0 80 80
```
**flow/constraint.sdc**
```tcl
current_design register_8bit_P2

set clk_period 1.6
set clk_io_pct 0.2

create_clock -name clk0 -period $clk_period [get_ports {clk}]

set non_clock_inputs [all_inputs -no_clocks]
set_input_delay [expr $clk_period * $clk_io_pct] -clock clk0 $non_clock_inputs
set_output_delay [expr $clk_period * $clk_io_pct] -clock clk0 [all_outputs]
```
==> results.ini <==
[global_route]
grt_pass1_wl_um=2610
first_global_vias=549
grt_overflow=0
grt_max_degree=11
grt_use_total_pct=5.09
antenna_found_initial=0

[logic_synthesis]
yosys_area_um2=618
synth_stat.cells=68
synthCells=68
synth_top_flop_cell=dfrtp_1
yosysTopAreaCell=dfrtp_1
top_cell_area_share_pct=32.4
topCellsByArea=dfrtp_1 (32%), xor2_1 (7.1%), nand3_1 (4.9%)
synth_warnings=1
numSynthFlops=9
syn-cell-area_um2=618
avgSynthCellArea_um2=9.09
postSynthSeqShare_pct=37.2
async_reset_ff_share_pct=88.9
enable_flop_cells=1
synthDistinctLibCells=29

[cts]
htreeDepth=1
post_cts_buffers=0
clockBufferDepth=2
clock-sinks=9
cts.clk_slew.worst_paths_ns=0.06
cts_tree=built
numCtsBuffers=3
clkLatencyLatePin_ns=0.26
cts-root-buf=clkbuf_4

[critical_path]
critPathCaptureType=primary output
criticalPathCategory=reg2out
crit_path_top_delay_cell=clkdlybuf4s50_1
critPathLaunchType=flop
cp_cell_sequence=clkdlybuf4s50_1
worst-path-buf-inv=1
slowest_delay_ns=0.51
cp.required_ns=1.28
cp_top_family=buffers and inverters
crit_path_max_fanout=6
arrival_ns=1.20

[final_layout]
syn2layout_area_growth_pct=59.1
drive_gt1_share_pct=18.8
lay_top_cells=clkdlybuf4s50_1 (21), buf_4 (11), dfrtp_1 (7)
finalInstanceArea_um2=983
lay_top_count=clkdlybuf4s50_1

[die]
core_um2=3420
io_pins=22
fp.dieW_um=80
std_cell_rows=21
die_area_um2=6400
die_h_um=80
fp-utilization_pct=18.1

[final_timing]
finClkSkew_ns=0.00648
final.setup.tns_ns=0
setup_viol_count_final=0
slew-limit-headroom_pct=79.3
fmax_mhz=657
min_period_ns=1.52
final-max-slew-violation-count=0
min_period_over_period_pct=95.1
rsz0062_at_grt=no
worstMarginPinSlew_ns=0.309
hold_viol=0

[routing]
drc=0
drt_iter0_drc=40
wirelength_um=1630
diodes=0
wire_per_inst_um=11.1
drtAntennaViolNets=0
num_vias=600
viasPerCell=4.08
drt-pass1-iter-count=4

[placed_design]
dp_hpwl_um=1360
place_congestion=0.773
portBuffers=21
dpl-instance-area_um2=953

[pwr]
power_density_nw_per_um2=668
leakage_nw=0.381
peakVddDrop_mv=0.222

[job]
warnings=25
cap_violations=0

[run_status]
status=completed

[worst_hold_path]
hold_class=in2async

[logic make-up after synthesis]
kind of cell               synth area share [%]
DFF                                        37.2
AOI/OAI and AO/OA                          15.0
muxes                                      5.26
adders and majority gates                  4.05
buffers and inverters                      3.65
and+or+nand+nor                            24.9
xor gates and xnor gates                   9.92
[stage by stage]
stage	hold WS (ns)	power [mW]	cells	util, %	setup WS, ns
2_1_floorplan	0.136	0.365	68	-	0.339
3_3_place_gp	0.604	0.489	143	27.9	-0.104
3_5_place_dp	0.612	0.491	143	27.9	-0.131
4_1_cts	0.343	0.668	147	28.7	0.0254
5_1_grt	0.363	0.705	147	28.8	0.0171
6_report	0.337	0.657	147	28.8	0.0776
[final timing paths]
check | startpoint | end | slack, ns | cells past startpoint
setup / recovery | PO2[3]$_DFFE_PP0P_ | PO2[3] | 0.08 | 1
hold / removal | rst | PO2[0]$_DFFE_PP0P_ | 0.34 | 2
setup reg to reg | PO2[0]$_DFFE_PP0P_ | PO2[4]$_DFFE_PP0P_ | 0.19 | 4
hold reg to reg | PO2[6]$_DFFE_PP0P_ | PO2[6]$_DFFE_PP0P_ | 0.63 | 2
max in group asynchronous | rst | PO2[4]$_DFFE_PP0P_ | 1.01 | 2
min in group clk0 | PI1[0] | PO2[0]$_DFFE_PP0P_ | 0.62 | 3
[Yosys cell counts, types with 2 or more instances]
master and count:
dfrtp_1 8, nand3_1 6, nor2_1 6, xor2_1 5
a21oi_1 4, nand2_1 4, nor3b_1 3, o21ai_0 3
a211oi_1 2, clkbuf_1 2, ha_1 2, inv_1 2
mux2_2 2, nand4_1 2, nor2b_1 2, xnor2_1 2
[cell type report]
class                   instances  area, um^2
clock buffers                   4        26.3
fillers                       377        2430
inverters                       2        7.51
multi-input cells              54         368
flip-flops and latches          9         231
well taps                      46        57.6
repair buffers                 32         293
[routing by layer]
metal	part of all wire (%)	GRT usage, %
met1	49	7.07
met5	0	0
met4	0.49	0.352
met3	10	2.50
met2	40	7.22
[registers in the layout (all words and copies together), names as in the netlist]
| name | count |
|---|---|
| CO2 | 1 |
| PO2 | 8 |
[power by group]
part	leakage, nW	total [mW]	switching [mW]	internal, mW
combinational	0.262	0.194	0.0675	0.127
sequential	0.104	0.292	0.0360	0.256
clock	0.0150	0.171	0.0750	0.0958
[worst reg2reg max path, delay by kind of cell (launching register included)]
kind	cells	cell delay [ns]
compound gates	1	0.18
fa+ha+maj	1	0.22
flops	1	0.40
simple gates	2	0.52
[timing repair]
item	CTS	global route
hold buffers	0	0
endpoints found under the hold margin	0	0
gates resized	0	2
endpoints found under the setup margin	0	2
No activity file was given, so power comes from the tool's default toggle rates.
